`./config.mk`:
```
export PLATFORM = sky130hd
export DESIGN_NAME = Basys3_Top
export DESIGN_NICKNAME = Basys3_Top
export VERILOG_FILES = /design/flow/design.v
export SDC_FILE = /design/flow/constraint.sdc
export NUM_CORES = 4
export LEC_CHECK = 1
export CORE_AREA = 10 10 106 106
export DIE_AREA = 0 0 116 116
export SYNTH_HDL_FRONTEND = slang
export SYNTH_MEMORY_MAX_BITS = 65536
```
`./constraint.sdc`:
```
current_design Basys3_Top

set clk_period 2.5
set clk_io_pct 0.2

create_clock -name clk0 -period $clk_period [get_ports {clk}]

set non_clock_inputs [all_inputs -no_clocks]
set_input_delay [expr $clk_period * $clk_io_pct] -clock clk0 $non_clock_inputs
set_output_delay [expr $clk_period * $clk_io_pct] -clock clk0 [all_outputs]
```
`./design.v`:
```
module Basys3_Top(
    input  wire clk,
    input  wire reset,
    output wire [15:0] led,
    output wire [6:0] seg,
    output wire dp,
    output wire [3:0] an,
    input  wire sw0
);
    wire [31:0] PC_out;
    wire [31:0] Instr_out;
    wire [31:0] ALUResult_out;
    assign led = PC_out[15:0];
    Single_Cycle_Top_5stage CPU (
        .clk(clk),
        .reset(reset),
        .PC_out(PC_out),
        .Instr_out(Instr_out),
        .ALUResult_out(ALUResult_out),
        .rs1_out(), .rs2_out(), .rd_out(),
        .RD1_out(), .RD2_out(),
        .ALUControl_out(),
        .RegWrite_out(), .MemRead_out(), .MemWrite_out(),
        .MemData_out()
    );
    wire [15:0] display_value;
    assign display_value = sw0 ? ALUResult_out[31:16] : ALUResult_out[15:0];
    reg [3:0] hex_digit;
    reg [1:0] anode_sel;
    reg [16:0] refresh_counter;
    always @(posedge clk) begin
        refresh_counter <= refresh_counter + 1;
        anode_sel <= refresh_counter[16:15];
    end
    always @(*) begin
        case(anode_sel)
            2'b00: hex_digit = display_value[3:0];
            2'b01: hex_digit = display_value[7:4];
            2'b10: hex_digit = display_value[11:8];
            2'b11: hex_digit = display_value[15:12];
        endcase
    end
    assign an = ~(1 << anode_sel);  
    assign dp = 1'b1;              
    assign seg = (hex_digit == 4'h0) ? 7'b1000000 :
                 (hex_digit == 4'h1) ? 7'b1111001 :
                 (hex_digit == 4'h2) ? 7'b0100100 :
                 (hex_digit == 4'h3) ? 7'b0110000 :
                 (hex_digit == 4'h4) ? 7'b0011001 :
                 (hex_digit == 4'h5) ? 7'b0010010 :
                 (hex_digit == 4'h6) ? 7'b0000010 :
                 (hex_digit == 4'h7) ? 7'b1111000 :
                 (hex_digit == 4'h8) ? 7'b0000000 :
                 (hex_digit == 4'h9) ? 7'b0010000 :
                 (hex_digit == 4'hA) ? 7'b0001000 :
                 (hex_digit == 4'hB) ? 7'b0000011 :
                 (hex_digit == 4'hC) ? 7'b1000110 :
                 (hex_digit == 4'hD) ? 7'b0100001 :
                 (hex_digit == 4'hE) ? 7'b0000110 :
                 (hex_digit == 4'hF) ? 7'b0001110 : 7'b1111111;
endmodule
module EX_Stage(
    input  wire [31:0] RD1,
    input  wire [31:0] RD2,
    input  wire [31:0] ImmExt,
    input  wire [31:0] PC,
    input  wire ALUSrc,
    input  wire PCtoALU,
    input  wire [3:0]  ALUControl,
    output reg  [31:0] ALUResult,
    output wire Zero,
    output wire Negative,
    output reg  Carry,
    output reg  Overflow,
    output wire Less_signed,
    output wire Less_unsigned
);
    wire [31:0] ALU_A = (PCtoALU) ? PC : RD1;
    wire [31:0] ALU_B = (ALUSrc) ? ImmExt : RD2;
    wire signed [31:0] A_s = $signed(ALU_A);
    wire signed [31:0] B_s = $signed(ALU_B);
    assign Less_signed = (A_s < B_s);
    assign Less_unsigned = (ALU_A < ALU_B);
    assign Zero = (ALUResult == 32'b0);
    assign Negative = ALUResult[31];
    always @(*) begin
        Carry = 1'b0; Overflow = 1'b0; ALUResult = 32'b0;
        case (ALUControl)
            4'b0000: begin  
                {Carry, ALUResult} = {1'b0, ALU_A} + {1'b0, ALU_B};
                Overflow = (A_s[31] == B_s[31]) && (ALUResult[31] != A_s[31]);
            end
            4'b0001: begin  
                {Carry, ALUResult} = {1'b0, ALU_A} - {1'b0, ALU_B};
                Overflow = (A_s[31] != B_s[31]) && (ALUResult[31] != A_s[31]);
            end
            4'b0010: ALUResult = ALU_A & ALU_B;  
            4'b0011: ALUResult = ALU_A | ALU_B;  
            4'b0100: ALUResult = ALU_A ^ ALU_B;  
            4'b0101: ALUResult = ALU_A << ALU_B[4:0];  
            4'b0110: ALUResult = ALU_A >> ALU_B[4:0];  
            4'b0111: ALUResult = $signed(ALU_A) >>> ALU_B[4:0];  
            4'b1000: ALUResult = {31'b0, Less_signed};  
            4'b1001: ALUResult = {31'b0, Less_unsigned};  
            4'b1111: ALUResult = ALU_B;  
            default: ALUResult = 32'b0;
        endcase
    end
endmodule
module ID_Stage(
    input  wire        clk,
    input  wire        reset,
    input  wire [31:0] Instr,
    input  wire [31:0] WriteData,    
    output wire [31:0] RD1,
    output wire [31:0] RD2,
    output wire [31:0] ImmExt,
    output wire        RegWrite,
    output wire        MemRead,
    output wire        MemWrite,
    output wire        MemToReg,
    output wire        ALUSrc,
    output wire        Branch,
    output wire        Jal,
    output wire        Jalr,
    output wire        Lui,
    output wire        Auipc,
    output wire        PCtoALU,
    output wire [3:0]  ALUControl
);
    reg [31:0] Registers [0:31];
    integer i;
    initial begin
        $readmemh("reg_init.mem", Registers, 0, 31);
    end
    wire [4:0] rs1 = Instr[19:15];
    wire [4:0] rs2 = Instr[24:20];
    wire [4:0] rd  = Instr[11:7];
    always @(posedge clk or posedge reset) begin
        if (reset) begin
            for (i = 0; i < 32; i = i + 1)
                Registers[i] <= 32'b0;
        end else if (RegWrite && rd != 5'b0) begin
            Registers[rd] <= WriteData;
        end
    end
    assign RD1 = (rs1 == 5'b0) ? 32'b0 : Registers[rs1];
    assign RD2 = (rs2 == 5'b0) ? 32'b0 : Registers[rs2];
    wire [6:0] opcode = Instr[6:0];
    reg [31:0] imm;
    always @(*) begin
        case (opcode)
            7'b0010011, 7'b0000011, 7'b1100111:
                imm = {{20{Instr[31]}}, Instr[31:20]};  
            7'b0100011:
                imm = {{20{Instr[31]}}, Instr[31:25], Instr[11:7]};  
            7'b1100011:
                imm = {{19{Instr[31]}}, Instr[31], Instr[7],
                       Instr[30:25], Instr[11:8], 1'b0};  
            7'b0110111, 7'b0010111:
                imm = {Instr[31:12], 12'b0};  
            7'b1101111:
                imm = {{11{Instr[31]}}, Instr[31], Instr[19:12],
                       Instr[20], Instr[30:21], 1'b0};  
            default: imm = 32'b0;
        endcase
    end
    assign ImmExt = imm;
    reg regwrite_r, memread_r, memwrite_r, memtoreg_r, alusrc_r;
    reg branch_r, jal_r, jalr_r, lui_r, auipc_r, pctoalu_r;
    reg [1:0] ALUOp;
    reg [3:0] alucontrol_r;
    always @(*) begin
        regwrite_r = 0; memread_r = 0; memwrite_r = 0; memtoreg_r = 0;
        alusrc_r   = 0; branch_r = 0; jal_r = 0; jalr_r = 0;
        lui_r = 0; auipc_r = 0; pctoalu_r = 0; ALUOp = 2'b00;
        case (opcode)
            7'b0110011: begin  
                regwrite_r = 1; ALUOp = 2'b10;
            end
            7'b0010011: begin  
                regwrite_r = 1; ALUOp = 2'b10; alusrc_r = 1;
            end
            7'b0000011: begin  
                regwrite_r = 1; memread_r = 1; memtoreg_r = 1; alusrc_r = 1;
            end
            7'b0100011: begin  
                memwrite_r = 1; alusrc_r = 1;
            end
            7'b1100011: begin  
                branch_r = 1; ALUOp = 2'b01;
            end
            7'b1101111: begin  
                jal_r = 1; regwrite_r = 1;
            end
            7'b1100111: begin  
                jalr_r = 1; regwrite_r = 1; alusrc_r = 1;
            end
            7'b0110111: begin  
                lui_r = 1; regwrite_r = 1; alusrc_r = 1; ALUOp = 2'b10;
            end
            7'b0010111: begin  
                auipc_r = 1; regwrite_r = 1; alusrc_r = 1; pctoalu_r = 1;
            end
        endcase
    end
    always @(*) begin
        if (lui_r)
            alucontrol_r = 4'b1111;
        else begin
            case (ALUOp)
                2'b00: alucontrol_r = 4'b0000;  
                2'b01: alucontrol_r = 4'b0001;  
                2'b10: begin
                    case (Instr[14:12])
                        3'b000: alucontrol_r = (Instr[30]) ? 4'b0001 : 4'b0000;  
                        3'b001: alucontrol_r = 4'b0101;  
                        3'b010: alucontrol_r = 4'b1000;  
                        3'b011: alucontrol_r = 4'b1001;  
                        3'b100: alucontrol_r = 4'b0100;  
                        3'b101: alucontrol_r = (Instr[30]) ? 4'b0111 : 4'b0110;  
                        3'b110: alucontrol_r = 4'b0011;  
                        3'b111: alucontrol_r = 4'b0010;  
                        default: alucontrol_r = 4'b0000;
                    endcase
                end
                default: alucontrol_r = 4'b0000;
            endcase
        end
    end
    assign RegWrite   = regwrite_r;
    assign MemRead    = memread_r;
    assign MemWrite   = memwrite_r;
    assign MemToReg   = memtoreg_r;
    assign ALUSrc     = alusrc_r;
    assign Branch     = branch_r;
    assign Jal        = jal_r;
    assign Jalr       = jalr_r;
    assign Lui        = lui_r;
    assign Auipc      = auipc_r;
    assign PCtoALU    = pctoalu_r;
    assign ALUControl = alucontrol_r;
endmodule
module IF_Stage(
    input wire clk,
    input wire reset,
    input wire BranchTaken,
    input wire Jal,
    input wire Jalr,
    input wire [31:0] ImmExt,
    input wire [31:0] RD1,
    output reg [31:0] PC,
    output wire [31:0] Instr,
    output wire [31:0] PC_plus4
);
    (* rom_style = "block" *) reg [31:0] InstrMem [0:1023];  
    initial begin
        $readmemh("instructions.mem", InstrMem, 0, 46);  
    end
    wire [31:0] PC_NEXT;
    assign PC_NEXT = (Jal) ? (PC + ImmExt) :
                     (Jalr) ? ((RD1 + ImmExt) & ~32'h1) :
                     (BranchTaken) ? (PC + ImmExt) :
                     (PC + 32'd4);
    always @(posedge clk or posedge reset) begin
        if (reset)
            PC <= 32'h00000000;
        else
            PC <= PC_NEXT;
    end
    assign PC_plus4 = PC + 32'd4;
    assign Instr = InstrMem[PC[11:2]];  
endmodule
module MEM_Stage(
    input  wire clk,
    input  wire [31:0] ALUResult,
    input  wire [31:0] RD2,
    input  wire MemWrite,
    input  wire MemRead,
    input  wire Branch,
    input  wire [2:0]  funct3,
    input  wire Zero,
    input  wire Less_signed,
    input  wire Less_unsigned,
    output reg  [31:0] LoadData,
    output wire BranchTaken
);
    reg [31:0] Data_MEM [0:1023];
    initial begin
        $readmemh("data_mem.mem", Data_MEM, 0, 255);  
    end
    assign BranchTaken = (Branch && (
                          (funct3 == 3'b000 && Zero)         ||  
                          (funct3 == 3'b001 && !Zero)        ||  
                          (funct3 == 3'b100 && Less_signed)  ||  
                          (funct3 == 3'b101 && !Less_signed) ||  
                          (funct3 == 3'b110 && Less_unsigned)||  
                          (funct3 == 3'b111 && !Less_unsigned)   
                          ));
    always @(*) begin
        if (MemRead) begin
            case (funct3)
                3'b000: LoadData = {{24{Data_MEM[ALUResult][7]}},  Data_MEM[ALUResult][7:0]};    
                3'b001: LoadData = {{16{Data_MEM[ALUResult][15]}}, Data_MEM[ALUResult][15:0]};   
                3'b010: LoadData = Data_MEM[ALUResult];                                          
                3'b100: LoadData = {24'b0, Data_MEM[ALUResult][7:0]};                            
                3'b101: LoadData = {16'b0, Data_MEM[ALUResult][15:0]};                           
                default: LoadData = 32'b0;
            endcase
        end else
            LoadData = 32'b0;
    end
    always @(posedge clk) begin
        if (MemWrite) begin
            case (funct3)
                3'b000: Data_MEM[ALUResult][7:0]   <= RD2[7:0];    
                3'b001: Data_MEM[ALUResult][15:0]  <= RD2[15:0];   
                3'b010: Data_MEM[ALUResult]        <= RD2;         
            endcase
        end
    end
endmodule
module Single_Cycle_Top_5stage(
    input  wire clk,
    input  wire reset,
    output wire [31:0] PC_out,
    output wire [31:0] Instr_out,
    output wire [31:0] ALUResult_out,
    output wire [4:0]  rs1_out,
    output wire [4:0]  rs2_out,
    output wire [4:0]  rd_out,
    output wire [31:0] RD1_out,
    output wire [31:0] RD2_out,
    output wire [3:0]  ALUControl_out,
    output wire        RegWrite_out,
    output wire        MemRead_out,
    output wire        MemWrite_out,
    output wire [31:0] MemData_out
);
    wire [31:0] PC, Instr, PC_plus4;
    wire [31:0] RD1, RD2, ImmExt;
    wire [31:0] ALUResult, LoadData, WriteData;
    wire Zero, Negative, Carry, Overflow, Less_signed, Less_unsigned;
    wire BranchTaken;
    wire RegWrite, MemRead, MemWrite, MemToReg, ALUSrc;
    wire Branch, Jal, Jalr, Lui, Auipc, PCtoALU;
    wire [3:0] ALUControl;
    IF_Stage IF (
        .clk(clk),
        .reset(reset),
        .BranchTaken(BranchTaken),
        .Jal(Jal),
        .Jalr(Jalr),
        .ImmExt(ImmExt),
        .RD1(RD1),
        .PC(PC),
        .Instr(Instr),
        .PC_plus4(PC_plus4)
    );
    assign PC_out    = PC;
    assign Instr_out = Instr;
    ID_Stage ID (
        .clk(clk),
        .reset(reset),
        .Instr(Instr),
        .WriteData(WriteData),
        .RD1(RD1),
        .RD2(RD2),
        .ImmExt(ImmExt),
        .RegWrite(RegWrite),
        .MemRead(MemRead),
        .MemWrite(MemWrite),
        .MemToReg(MemToReg),
        .ALUSrc(ALUSrc),
        .Branch(Branch),
        .Jal(Jal),
        .Jalr(Jalr),
        .Lui(Lui),
        .Auipc(Auipc),
        .PCtoALU(PCtoALU),
        .ALUControl(ALUControl)
    );
    EX_Stage EX (
        .RD1(RD1),
        .RD2(RD2),
        .ImmExt(ImmExt),
        .PC(PC),
        .ALUSrc(ALUSrc),
        .PCtoALU(PCtoALU),
        .ALUControl(ALUControl),
        .ALUResult(ALUResult),
        .Zero(Zero),
        .Negative(Negative),
        .Carry(Carry),
        .Overflow(Overflow),
        .Less_signed(Less_signed),
        .Less_unsigned(Less_unsigned)
    );
    assign ALUResult_out = ALUResult;
    MEM_Stage MEM (
        .clk(clk),
        .ALUResult(ALUResult),
        .RD2(RD2),
        .MemWrite(MemWrite),
        .MemRead(MemRead),
        .Branch(Branch),
        .funct3(Instr[14:12]),
        .Zero(Zero),
        .Less_signed(Less_signed),
        .Less_unsigned(Less_unsigned),
        .LoadData(LoadData),
        .BranchTaken(BranchTaken)
    );
    WB_Stage WB (
        .ALUResult(ALUResult),
        .LoadData(LoadData),
        .PC_plus4(PC_plus4),
        .ImmU(ImmExt),
        .MemToReg(MemToReg),
        .Jal(Jal),
        .Jalr(Jalr),
        .Lui(Lui),
        .WriteData(WriteData)
    );
    assign rs1_out        = Instr[19:15];
    assign rs2_out        = Instr[24:20];
    assign rd_out         = Instr[11:7];
    assign RD1_out        = RD1;
    assign RD2_out        = RD2;
    assign ALUControl_out = ALUControl;
    assign RegWrite_out   = RegWrite;
    assign MemRead_out    = MemRead;
    assign MemWrite_out   = MemWrite;
    assign MemData_out    = LoadData;
endmodule
module WB_Stage(
    input  wire [31:0] ALUResult,
    input  wire [31:0] LoadData,
    input  wire [31:0] PC_plus4,
    input  wire [31:0] ImmU,
    input  wire MemToReg,
    input  wire Jal,
    input  wire Jalr,
    input  wire Lui,
    output wire [31:0] WriteData
);
    assign WriteData = (Jal || Jalr) ? PC_plus4 :
                       (Lui) ? ImmU :
                       (MemToReg) ? LoadData :
                       ALUResult;
endmodule
```
`./instructions.mem`:
```
00500093
00A00113
00F00193
0FF00213
123452B7
00208333
401183B3
00009433
0030A4B3
0002B533
0020C5B3
00025633
0020E733
0020F7B3
00A0A813
00A0B893
0010C913
0020E993
0070FA13
00109A93
00125B13
06400F93
006FA023
007F9223
008F8423
000FAC03
004F9C83
004FDD03
008F8D83
008FCE03
00108463
06F00E93
00209463
0DE00F13
0020C463
14D00F13
00115463
1BC00F13
0020E463
22B00F13
00117463
29A00F13
0080056F
3E700593
04000613
000606E7
30900713
```
`./data_mem.mem`:
```
00000001
000000A3
000003FF
00000010
00000027
00000F12
00000005
000000B6
0000000C
00000004
0000007A
00000ABC
0000003C
00000100
00000AAA
00000011
00000029
00000200
0000000D
00000002
00000C1E
00000DEF
00000007
00000008
000000F0
00000BAD
00000321
00000014
00000009
00000F01
0000011A
00000006
000000C3
00000013
00000075
00000022
00000E10
00000037
00000019
00000084
000000AB
00000CA7
00000BEE
00000001
00000002
00000AAA
00000004
00000005
00000006
00000007
00000008
00000009
0000000A
0000000B
0000000C
0000000D
0000000E
0000000F
00000010
00000011
00000012
00000013
00000014
00000015
00000016
00000017
00000018
00000019
0000001A
0000001B
0000001C
0000001D
0000001E
0000001F
00000020
00000021
00000022
00000023
00000024
00000025
00000026
00000027
00000028
00000029
0000002A
0000002B
0000002C
0000002D
0000002E
0000002F
00000030
00000031
00000032
00000033
00000034
00000035
00000036
00000037
00000038
00000039
0000003A
0000003B
0000003C
0000003D
0000003E
0000003F
00000040
00000041
00000042
00000043
00000044
00000045
00000046
00000047
00000048
00000049
0000004A
0000004B
0000004C
0000004D
0000004E
0000004F
00000050
00000051
00000052
00000053
00000054
00000055
00000056
00000057
00000058
00000059
0000005A
0000005B
0000005C
0000005D
0000005E
0000005F
00000060
00000061
00000062
00000063
00000064
00000065
00000066
00000067
00000068
00000069
0000006A
0000006B
0000006C
0000006D
0000006E
0000006F
00000070
00000071
00000072
00000073
00000074
00000075
00000076
00000077
00000078
00000079
0000007A
0000007B
0000007C
0000007D
0000007E
0000007F
00000080
00000081
00000082
00000083
00000084
00000085
00000086
00000087
00000088
00000089
0000008A
0000008B
0000008C
0000008D
0000008E
0000008F
00000090
00000091
00000092
00000093
00000094
00000095
00000096
00000097
00000098
00000099
0000009A
0000009B
0000009C
0000009D
0000009E
0000009F
000000A0
000000A1
000000A2
000000A3
000000A4
000000A5
000000A6
000000A7
000000A8
000000A9
000000AA
000000AB
000000AC
000000AD
000000AE
000000AF
000000B0
000000B1
000000B2
000000B3
000000B4
000000B5
000000B6
000000B7
000000B8
000000B9
000000BA
000000BB
000000BC
000000BD
000000BE
000000BF
000000C0
000000C1
000000C2
000000C3
000000C4
000000C5
000000C6
000000C7
000000C8
000000C9
000000CA
000000CB
000000CC
000000CD
000000CE
000000CF
00000012
000000F9
000000FA
000000FB
000000FC
000000FF
```
`./run.sh`:
```
#!/bin/bash
# OpenROAD 26Q1-2900-gdf79404cd8, Yosys 0.63+post, stock flow scripts
make -C /OpenROAD-flow-scripts/flow DESIGN_CONFIG=/design/flow/config.mk WORK_HOME=/design/flow/orfs finish
```
==> flow_summary.ini <==
; implementation run metrics
[timing]
finalCriticalPeriod_ns = 1.80
slew_headroom_pct = 65.9
fin_setup_tns_ns = 0
finalCritPeriodShare_pct = 72.1
hold_viol = 0
rsz0062_at_grt = no
skew_ns = 0.00426
fin_ws_ns = 0.698
fmax_mhz = 555
tightestPinTransition_ns = 0.511
finalSetupViolations = 0
slew_viol_final = 0

[placed_design]
pre_cts_slack_ns = 0.995
io_buffers = 19
gp_congestion = 0.701
place_hpwl_um = 1770

[logic_synthesis]
synth.distinct_cells = 23
postSynthAreaPerCell_um2 = 11.1
ys_seq_share_pct = 51.9
synth_warnings = 0
top_cell_area_share_pct = 27.0
yosys.area.top_type = dfxtp_1
ys_ff = 33
topCellsByArea = dfxtp_1 (27%), dfrtp_1 (25%), xor2_1 (11%)
postSynthCellCount = 127
ys_cells = 127
syn_area_um2 = 1410
ys_chip_area_um2 = 1410

[flow_run]
log.warning_count = 26
drv_cap = 0

[clock_network]
clk_latency_ns = 0.28
clk_path_buf_depth = 2
cts_made_buffers = 5
postCtsHoldBufs = 0
htree_num_levels = 2
post-cts-setup-buffers = 0
path_clk_slew_ns = 0.07
tritoncts = yes
cts-root-buf = clkbuf_8
numClockSinks = 33
cts_resized = 0

[drt]
antenna_cells = 0
viasPerCell = 3.38
vias = 878
ant_nets = 0
drc = 0
drt_iter0_markers = 45
drtPass1Iterations = 2
wl_per_cell_um = 9.25
routed_wl_um = 2400

[die]
die_w_um = 116
row_count = 34
ios = 31
die_area_um2 = 13500
core_area_um2 = 8850
die_y_um = 116
initial_utilization_pct = 15.9

[critical_path]
startpoint_type = flop
cp_data_required_time_ns = 2.00
critPathKind = reg2out
critPathArrivalTime_ns = 1.30
worst-path-max-fanout = 4
end_kind = output pin

[grt]
grt_util_all_layers_pct = 3.82
grt_overflow = 0
grt_pass1_wl_um = 4330
grt_max_degree = 15
antenna_found_initial = 0
grt_pass1_vias = 939

[layout]
drive_gt1_share_pct = 11.2
fillers = 945
syn_to_final_growth_pct = 26.0

[min_path]
hp-class = reg2reg

[status]
outcome = completed

[pwr]
ir_drop_v = 0.000242
power_density_nw_per_um2 = 514
leakagePower_nw = 0.748
-- metal layers --
metal  global-route usage, %  vias up  part of all wire, %
met2                    5.99       21                   43
li1                        -      456                    -
met3                    1.15        2                  5.0
met5                       0        -                    0
met1                    5.13      399                   50
met4                   0.834        0                  1.7
-- through the flow --
| stage | total power, mW | std cells | cell area, um2 | hold slack (ns) | utilization (%) |
|---|---|---|---|---|---|
| 6_report | 0.912 | 260 | 1770 | 0.371 | 20.1 |
| 5_1_grt | 0.955 | 260 | 1770 | 0.381 | 20.1 |
| 4_1_cts | 0.930 | 260 | 1770 | 0.372 | 20.1 |
| 3_5_place_dp | 0.548 | 252 | 1690 | 0.362 | 19.1 |
| 3_3_place_gp | 0.548 | 252 | 1690 | 0.356 | 19.1 |
| 2_1_floorplan | 0.555 | 135 | 1440 | 0.349 | - |
-- worst max-delay path, cell delays in order, from the launching register on --
cell	delay, ns
dfxtp_1	0.33
or2_2	0.29
clkdlybuf4s50_1	0.41
-- power by group --
part           switching [mW]  leakage (nW)  internal, mW
registers                   0         0.339         0.529
logic                 0.00497         0.365       0.00145
clock network           0.185        0.0439         0.192
-- cell usage in the layout (no fill, tap or decap), types with 2 or more instances in the layout --
master	count
nand2_1	7
nor2_1	5
clkinv_2	2
ha_1	2
inv_1	6
nor3_1	6
nor4_2	4
and4_1	2
xor2_1	17
clkdlybuf4s50_1	19
conb_1	10
nand2b_1	2
nand4_1	6
nand3_1	8
dfrtp_1	14
dfxtp_1	19
clkbuf_8	5
xnor2_1	10
-- final cells by class --
class                   instances  area (um2)  area share, %
clock buffers                   5        68.8           3.88
clock inverters                 3        17.5          0.987
inverters                       6        22.5           1.27
multi-input cells              86         609           34.3
flip-flops and latches         33         731           41.2
well taps                     108         135           7.62
repair buffers                 19         190           10.7
-- synth_stat cells, drive strengths merged --
cell type,instances
dfxtp,19
xor2,17
dfrtp,14
buf,10
xnor2,10
nand3,9
nand4,8
nand2,7
inv,6
nor3,6
nor2,5
nor4,5
and4,2
conb,2
ha,2
nand2b,2
and2,1
nor4b,1
or2,1
-- final timing paths --
path,start,endpoint,slack [ns],cells after the start
max in group asynchronous,reset,CPU.IF.PC[2],1.60,2
min in group asynchronous,reset,CPU.IF.PC[12],0.55,2
setup reg to reg,refresh_counter[0],refresh_counter[14],1.05,4
setup / recovery,anode_sel[0],an[0],0.70,2
hold / removal,refresh_counter[16],anode_sel[1],0.37,0
hold reg to reg,refresh_counter[16],anode_sel[1],0.37,0
-- kinds of logic after synthesis --
| kind of cell | after synthesis | share of synthesized area, % |
|---|---|---|
| buf+inv | 16 | 6.93 |
| flops | 33 | 51.9 |
| xor+xnor | 27 | 16.8 |
| fa+ha+maj | 2 | 1.78 |
| other cells | 2 | 0.534 |
| simple gates | 47 | 22.0 |
-- flip-flops by register name, summed over array words and instances (netlist names) --
signal           flops
refresh_counter     17
CPU.IF.PC           14
anode_sel            2
Power and IR drop assume default switching activity.
